`./config.mk`:
```
export PLATFORM = sky130hd
export DESIGN_NAME = hex_display
export DESIGN_NICKNAME = hex_display
export VERILOG_FILES = /design/flow/design.v
export SDC_FILE = /design/flow/constraint.sdc
export NUM_CORES = 4
export LEC_CHECK = 1
export CORE_AREA = 10 10 89 89
export DIE_AREA = 0 0 99 99
```
`./constraint.sdc`:
```
current_design hex_display

set clk_period 3.8
set clk_io_pct 0.2

create_clock -name clk0 -period $clk_period [get_ports {clk}]

set non_clock_inputs [all_inputs -no_clocks]
set_input_delay [expr $clk_period * $clk_io_pct] -clock clk0 $non_clock_inputs
set_output_delay [expr $clk_period * $clk_io_pct] -clock clk0 [all_outputs]
```
`./design.v`:
```
`timescale 1 ps / 1 ps
module hex_display (
    input clk,                      
    input [15:0] bin_in,            
    output reg [6:0] seg,           
    output reg [3:0] an             
);
    wire [3:0] hex0, hex1, hex2, hex3;
    assign hex0 = bin_in[3:0];
    assign hex1 = bin_in[7:4];
    assign hex2 = bin_in[11:8];
    assign hex3 = bin_in[15:12];
    reg [1:0] digit_sel = 0;
    reg [3:0] current_digit = 0;
    reg [15:0] clkdiv = 0;
    always @(posedge clk) begin
        clkdiv <= clkdiv + 1;
    end
    always @(posedge clkdiv[15]) begin
        digit_sel <= digit_sel + 1;
    end
    always @(*) begin
        case (digit_sel)
            2'd0: begin
                an = 4'b1110;           
                current_digit = hex0;
            end
            2'd1: begin
                an = 4'b1101;
                current_digit = hex1;
            end
            2'd2: begin
                an = 4'b1011;
                current_digit = hex2;
            end
            2'd3: begin
                an = 4'b0111;           
                current_digit = hex3;
            end
            default: begin
                an = 4'b1111;
                current_digit = 4'd0;
            end
        endcase
    end
    always @(*) begin
        case (current_digit)
            4'h0: seg = 7'b1000000;
            4'h1: seg = 7'b1111001;
            4'h2: seg = 7'b0100100;
            4'h3: seg = 7'b0110000;
            4'h4: seg = 7'b0011001;
            4'h5: seg = 7'b0010010;
            4'h6: seg = 7'b0000010;
            4'h7: seg = 7'b1111000;
            4'h8: seg = 7'b0000000;
            4'h9: seg = 7'b0010000;
            4'hA: seg = 7'b0001000;
            4'hB: seg = 7'b0000011;
            4'hC: seg = 7'b1000110;
            4'hD: seg = 7'b0100001;
            4'hE: seg = 7'b0000110;
            4'hF: seg = 7'b0001110;
            default: seg = 7'b1111111;
        endcase
    end
endmodule
```
`./run.sh`:
```
#!/bin/bash
# OpenROAD 26Q1-2900-gdf79404cd8, Yosys 0.63+post, stock flow scripts
make -C /OpenROAD-flow-scripts/flow DESIGN_CONFIG=/design/flow/config.mk WORK_HOME=/design/flow/orfs finish
```
==> run_results.csv <==
group,metric,value,unit
outcome,run_status,"finished clean",
routing,top_layer_used,"met3",
routing,post-route-drc-count,0,
global_routing,antenna_found_initial,0,
routing,wl_met2,817,µm
routing,routed_wirelength,2200,µm
yosys,muxShareOfSynthArea,11.0,%
setup_path,cp-start-kind,"input port",
run,warnings,33,
cts,cts_tree,"built",
floorplanning,core_area,0.00599,mm²
placed_design,gp_congestion,0.780,
yosys,synth_cell_types,28,
setup_path,worst-setup-path-type,"input port to primary output",
cts,cts_buffers,3,
cts,clockRootBuffer,"clkbuf_8",
routing,dr.pass1.iters,4,
setup_path,ff2ff_setup_slack,2.42,ns
global_routing,grt_pass1_vias,795,
yosys,top_cell_area_share,34.0,%
final_timing,unconstrained_endpoints,6,
yosys,synth_area_per_cell,9.47,µm²
final_timing,slew_violations,0,
final_timing,max_freq,272,MHz
run,maxCapViolations,0,
yosys,ys_seq_share,34.0,%
yosys,ys.flop_type,"dfxtp_1",
yosys,synthTopLogicFamily,"simple AND/OR/NAND/NOR gates",
final_timing,whs,0.447,ns
setup_path,end_kind,"primary output",
pwr,p_per_area,226,mW/mm²
cts,cts.path.max_buffers,2,
yosys,ys_cells,112,
yosys,top_cell,"dfxtp_1",
global_routing,globalRouteTotalUtil,4.17,%
final_timing,skew,0.00271,ns
setup_path,cp.arrival,2.92,ns
layout,instances_no_fill,218,
layout,filler_cell_count,634,
cts,clk_latency,0.24,ns
floorplanning,rows,28,
final_timing,unclocked_pins,2,
routing,drt-vias-per-instance,3.96,
setup_path,critical_path.max_fanout,6,
yosys,async_reset_ff_share,0,%
floorplanning,io_pins,28,
cts,clk_pin_slew_worst_paths,0.06,ns
final_timing,setup_viol,0,
cts,h-tree-depth,1,
final_timing,finalCritPeriodShare,96.7,%
yosys,synth-warning-count,1,
floorplanning,die_width,99,µm
final_timing,tns,0,ns
layout,area_growth,39.4,%
hold_path,hp-class,"flip-flop to flip-flop",
cts,cts_hold_buffers,0,
final_timing,max_slew_margin,54.4,%
routing,via_count,863,
final_timing,tightest_slew,0.684,ns
pwr,p_leak,0.614,nW
routing,postRouteAntennaNets,0,
placed_design,dpl.cell_count,213,
routing,drtIter0Drc,20,
floorplanning,die_area,0.00980,mm²
global_routing,grt_overflow_total,0,
yosys,ys.flops,18,
yosys,common_cells,"dfxtp_1 (18), inv_1 (13), ha_1 (11), xnor2_1 (11), nand2_1 (10)",
yosys,synth-compound-area-share,8.14,%
routing,antenna_cells,0,
pwr,ir_worst_vdd,0.000237,V
final_timing,period_minus_slack,3.68,ns
yosys,adder_share,13.0,%
setup_path,cp.required,3.04,ns
final_timing,rsz0062_at_grt,"false",
global_routing,grt_first_pass_wirelength,3620,µm
yosys,syn_area,0.00106,mm²
yosys,edf_count,0,
yosys,yosys.stat.chipArea,0.00106,mm²
layout,drive_above_1_share,9.09,%
yosys,syn_inst,112,
yosys,synthXorXnorAreaFrac,12.4,%
pwr,fin_total_pwr,0.334,mW
yosys,topCellsByArea,"dfxtp_1 (34%), ha_1 (13%), xnor2_1 (9.1%), mux2i_1 (8.5%), inv_1 (4.6%)",
routing,wl_per_cell,10.1,µm
floorplanning,fp_util,17.7,%
floorplanning,die_h,99,µm
final_timing,hold_viol,0,
yosys,synth_top_cell_by_area,"dfxtp_1",
routing,wl_met3,207,µm
routing,wl_met1,1170,µm
global_routing,grt_max_degree,14,
yosys,ys_sh_simple,15.2,%
placed_design,dp_hpwl,1750,µm
placed_design,numPortBuffers,27,
-- sequential cells by signal (all words and copies together), names as in the netlist --
name and cells:
clkdiv 16, digit_sel 2
-- path summary, 6_finish.rpt --
check	startpoint	to	depth (start not counted)
hold / removal	clkdiv[12]$_DFF_P_	clkdiv[12]$_DFF_P_	1
hold reg to reg	clkdiv[12]$_DFF_P_	clkdiv[12]$_DFF_P_	1
setup / recovery	bin_in[12]	seg[0]	8
setup reg to reg	clkdiv[2]$_DFF_P_	clkdiv[15]$_DFF_P_	4
-- critical path: stages --
cell and delay [ns]:
clkdlybuf4s50_1 0.40, a222oi_1 0.33, mux2_2 0.28, inv_1 0.10, ha_1 0.22, and3_2 0.18
a221o_1 0.25, clkdlybuf4s50_1 0.41
-- repair_timing --
item,4_1_cts,5_1_grt
endpoints found under the setup margin,0,1
resized,0,1
buffers inserted,0,2
-- per-layer routing --
metal | vias to the layer above | track usage, %
li1 | 451 | -
met1 | 383 | 5.84
met2 | 29 | 6.16
met3 | 0 | 1.76
met4 | 0 | 0.110
met5 | - | 0
-- area by class of cell --
class	instances	area, µm²	share of cell area [%]
multi-input cells	78	638	43.1
flip-flops and latches	18	360	24.4
repair buffers	30	293	19.8
well taps	75	93.8	6.35
inverters	14	52.6	3.55
clock buffers	3	41.3	2.79
-- report_power, final --
| part | leakage [nW] | switching (mW) | internal [mW] | total (mW) |
|---|---|---|---|---|
| Combinational | 0.447 | 0.0145 | 0.0309 | 0.0454 |
| Clock | 0.0216 | 0.0509 | 0.0700 | 0.121 |
| Sequential | 0.145 | 0 | 0.168 | 0.168 |
-- placed cells by master (no fill, tap or decap), drive strengths merged, types with 5 or more instances in the layout --
cell           count
ha                11
clkdlybuf4s50     27
dfxtp             18
inv               14
xnor2             11
mux2i              9
nand4              5
nand2             10
-- metrics by stage --
step / utilization, % / worst slack, ns / cell area, µm²
2_1_floorplan: - / 0.986 / 1060
6_report: 24.7 / 0.125 / 1480
5_1_grt: 24.7 / 0.0263 / 1480
3_3_place_gp: 23.7 / 0.126 / 1420
4_1_cts: 24.4 / 0.108 / 1460
3_5_place_dp: 23.7 / 0.114 / 1420
-- cells by family (layout without fill, tap and decap cells) --
| kind of cell | after synthesis | in the layout |
|---|---|---|
| simple gates | 30 | 30 |
| flops | 18 | 18 |
| buf+inv | 16 | 47 |
| xor+xnor | 15 | 15 |
| fa+ha+maj | 11 | 11 |
| compound gates | 11 | 11 |
| mux | 11 | 11 |
Power is estimated from default activity; no workload was simulated.
