### ./run.sh
#!/bin/bash
# OpenROAD 26Q1-2900-gdf79404cd8, Yosys 0.63+post, stock flow scripts
make -C /OpenROAD-flow-scripts/flow DESIGN_CONFIG=/design/flow/config.mk WORK_HOME=/design/flow/orfs finish
### ./config.mk
export PLATFORM = sky130hd
export DESIGN_NAME = preprocess
export DESIGN_NICKNAME = preprocess
export VERILOG_FILES = /design/flow/design.v
export SDC_FILE = /design/flow/constraint.sdc
export NUM_CORES = 4
export LEC_CHECK = 1
export CORE_AREA = 10 10 90 90
export DIE_AREA = 0 0 100 100
### ./constraint.sdc
current_design preprocess

set clk_period 16.0
set clk_io_pct 0.2

create_clock -name clk0 -period $clk_period

set non_clock_inputs [all_inputs -no_clocks]
set_input_delay [expr $clk_period * $clk_io_pct] -clock clk0 $non_clock_inputs
set_output_delay [expr $clk_period * $clk_io_pct] -clock clk0 [all_outputs]
### ./design.v
`timescale 1ns / 1ps
module preprocess (
    input [11:0] x, 
    input NTT_INTT_sel, 
    output [11:0] z
);
    wire [12:0] x2    = {x, 1'b0};   
    wire [12:0] base  = (x < 12'd1665) ? 13'd3329 : 13'd6658;
    wire [12:0] in_1  = base - x2;         
    wire [7:0] low  = in_1[7:0];
    wire [3:0] high = in_1[11:8];
    wire [12:0] mul13_low;
    wire [9:0]  low_x4  = {low, 2'b00};    
    wire [10:0] low_x8  = {low, 3'b000};   
    wire [11:0] tmp_sum = low_x8 + low_x4;
    assign mul13_low = tmp_sum + low - {9'd0, high};
    wire [12:0] y_corr = mul13_low[12] ? (mul13_low + 13'd3329) : mul13_low;
    assign z = NTT_INTT_sel ? x : y_corr[11:0];
endmodule
==> results.txt <==
Numbers from the implementation run.

In this run the cell area of the synthesized design comes to ~0.0016 sq mm. The initial antenna violation count is 0. The tightest slew margin relative to the limit is between 30% and 40%.

The gate count after technology mapping is between 200 and 250. The number of buffers inserted to repair setup after CTS is 0. There are 0 flip-flops and latches. The height of the die is 100 um.

The synthesized-area fraction occupied by adder cells is 32.8%. The number of unique standard cell types used by synthesis is about 45. The kind of critical path is primary input to output port. The share of the synthesized area in the top cell type is 22.8%. The highest achievable clock rate is roughly 77 MHz. The total tool warning count is 36.

The standby leakage power is 0.821 nW. The region available for standard cell placement spans roughly 0.0063 sq mm. The report lists the power per cell area as ~130 mW/mm^2. The antenna diode count is 0. Clock buffers in the final layout number 0.

For this run, the chip area from Yosys synthesis comes to around 0.0016 sq mm. For this run, the total global-route usage over all layers was measured as 7.85%. The critical path maximum fanout is 9. The via count is ~1500. The number of cells in the finished layout apart from fillers is ~310.

Among all cell types in the netlist, the one instantiated most often is sky130_fd_sc_hd__inv_1. The congestion estimate from routability-driven global placement came to approximately 0.91. Summing the sequential cell areas from Yosys gives 0% of the chip area. The kind of end point of the critical path is an output port.

The data arrival time of the critical path is between 9000 and 10000 ps. The run finished with clean final reports. For this run, the detailed router's first-pass iteration total came to 4. The most area-hungry cell type in the Yosys netlist is sky130_fd_sc_hd__ha_1. The violation tally recorded at the end of detailed-routing iteration 0 is 112. In the final timing run, aggregate negative setup slack is 0 ps.

The synthesis report lists the most area-consuming cells as sky130_fd_sc_hd__ha_1 23%, sky130_fd_sc_hd__fa_1 10%, sky130_fd_sc_hd__xnor2_1 8.2%, sky130_fd_sc_hd__inv_1 7.5%, sky130_fd_sc_hd__xor2_1 6.0%. STA classifies the critical path startpoint as a primary input. The minimum clock period after layout is roughly 13000 ps. The post-cts hold-fix buffer tally is 0. For the worst setup path, the data required time is between 10000 and 15000 ps. From left edge to right edge, the die measures approximately 100 um. The footprint of the multi-input gates is approximately 0.0014 sq mm. The average cell area after synthesis is roughly 7.3 sq um. The overall overflow remaining after global route is 0. The via count of the first global-routing pass came to about 1400. In this run, the synthesized area fraction spent on AND-OR/OR-AND gates is recorded as between 10% and 20%. The chip occupies 0.0100 sq mm. After Yosys synthesis, XOR and XNOR cells account for between 10 and 15% of the synthesized area.

The average detailed-routed wire length per instance is between 10 and 15 um. From the final report, the count of setup violators was given as 0. Counting the fill cells in the layout gives roughly 650. The maximum number of pins on one net before global-route repair is 24. Setup repair after global routing left no endpoint under its margin. The number of buffers inserted by port buffering is 25. Per the post-route antenna check, the number of violating nets is 0.

The DRC violation total left in the routed layout is recorded as 0. The final timing report lists a hold violation count of 0. Gates resized during post-CTS repair numbered 0. By area, the combinational part of the netlist is dominated by adder cells. The share of cell area taken by muxes after synthesis is approximately 1.9%. The floorplan step records an initial core utilization of between 20% and 30%. The register cell area after layout is 0 sq um. The wire length of the first global-routing pass is about 6.7 mm.

The simple-gate portion of the synthesized area is between 20% and 30%. The actual transition at the worst max-transition pin is ~940 ps. The number of cells after detailed placement is 314. Yosys printed 0 warnings. Between the synthesized netlist and the finished layout, the area growth was recorded as 20.1%.

During I/O placement, the number of pins put on the boundary was 25. The class of the tightest hold or removal check is primary input to output port. The row count is 29. The fraction of layout cells with a size suffix above 1 is under 10%. The sum of net half-perimeters after detailed placement is 3.59 mm. The design draws 0.244 mW. After synthesis, the most frequently instantiated cells are 32 x sky130_fd_sc_hd__inv_1, 29 x sky130_fd_sc_hd__ha_1, 19 x sky130_fd_sc_hd__nand2_1. The overall routed net length is 4.05 mm. The final-report max-slew violation count is 0. The number of cells in the yosys synthesis report is around 220. The post-layout period usage of the worst path is 81.6%. The number of vias per cell is 4.83.

Per the run summary, max-cap violations total 0. The highest supply drop recorded on VDD is slightly above 0.07 mV.
logic make-up after synthesis:
| group | Yosys count |
|---|---|
| and+or+nand+nor | 65 |
| AOI/OAI and AO/OA | 49 |
| adders and majority gates | 37 |
| buffers and inverters | 37 |
| xor gates and xnor gates | 26 |
| muxes | 3 |
worst max-delay path: stages:
cell                              delay, ps
sky130_fd_sc_hd__clkdlybuf4s50_1        480
sky130_fd_sc_hd__nor4_2                 300
sky130_fd_sc_hd__nor2b_1                290
sky130_fd_sc_hd__nor3b_1                200
sky130_fd_sc_hd__o21ai_0                 90
sky130_fd_sc_hd__a31oi_1                410
sky130_fd_sc_hd__ha_1                   280
sky130_fd_sc_hd__inv_1                   50
sky130_fd_sc_hd__ha_1                   220
sky130_fd_sc_hd__nor3b_1                160
sky130_fd_sc_hd__xnor2_1                270
sky130_fd_sc_hd__inv_1                  110
sky130_fd_sc_hd__ha_1                   290
sky130_fd_sc_hd__inv_1                   50
sky130_fd_sc_hd__fa_1                   480
sky130_fd_sc_hd__ha_1                   420
sky130_fd_sc_hd__a21oi_1                190
sky130_fd_sc_hd__and2_1                 180
sky130_fd_sc_hd__a21oi_1                 90
sky130_fd_sc_hd__o31ai_1                800
sky130_fd_sc_hd__nand2_1                290
sky130_fd_sc_hd__o2111a_1               210
sky130_fd_sc_hd__nor4_1                 270
sky130_fd_sc_hd__clkdlybuf4s50_1        530
cells in the final DEF, fill, tap and decap left out, types with 3 or more instances in the layout:
cell type	n
sky130_fd_sc_hd__nand2_1	19
sky130_fd_sc_hd__o211ai_1	3
sky130_fd_sc_hd__mux2i_1	3
sky130_fd_sc_hd__a211oi_1	4
sky130_fd_sc_hd__xnor2_1	15
sky130_fd_sc_hd__nor2_1	11
sky130_fd_sc_hd__inv_1	32
sky130_fd_sc_hd__a21oi_1	12
sky130_fd_sc_hd__a21boi_0	3
sky130_fd_sc_hd__nor4_1	4
sky130_fd_sc_hd__a31oi_1	4
sky130_fd_sc_hd__ha_1	29
sky130_fd_sc_hd__nor3_1	4
sky130_fd_sc_hd__nand3_1	3
sky130_fd_sc_hd__fa_1	8
sky130_fd_sc_hd__xor2_1	11
sky130_fd_sc_hd__nor2b_1	4
sky130_fd_sc_hd__clkdlybuf4s50_1	25
sky130_fd_sc_hd__nand4_1	3
sky130_fd_sc_hd__o21ai_0	13
metal layers:
metal,up-vias,share of wire [%],GRT usage (%)
met5,-,0,0
met4,0,0.91,0.652
met3,2,4.6,1.04
met2,34,48,13.2
met1,671,47,10.9
li1,809,-,-
area by class of cell:
class / count / area share [%]
timing repair buffer: 25 / 13.1
tap: 77 / 5.04
multi-input combinational: 180 / 75.6
inverter: 32 / 6.28
where the power goes:
part | leakage (nW) | switching [mW] | total, mW | internal, mW
registers | 0 | 0 | 0 | 0
logic | 0.821 | 0.131 | 0.244 | 0.113
clock network | 0 | 0 | 0 | 0
total | 0.821 | 0.131 | 0.244 | 0.113
metrics by stage:
stage / worst slack [ps] / area [sq um] / utilization [%] / hold slack [ps]
final: 2940 / 1910 / 30.5 / 7360
after global routing: 2400 / 1910 / 30.5 / 7420
after CTS: 2950 / 1910 / 30.5 / 7370
after detailed placement: 2950 / 1910 / 30.5 / 7360
after global placement: 3010 / 1910 / 30.5 / 7360
after floorplan: 4700 / 1590 / - / 6450
worst paths after layout:
| check | start | end | slack (ps) | depth (start not counted) |
|---|---|---|---|---|
| min | x[7] | z[7] | 7360 | 4 |
| max | x[4] | z[11] | 2940 | 24 |
Power and IR drop assume default switching activity.
